==> flow/design.v <==
module matmul #(
    parameter N = 4,
    parameter L = 16,
    localparam W = N * L     
) (
    input clk, rst,
    input [1:0] op,
    input [W - 1:0] a, b,
    output [W - 1:0] c
);
wire calc, clr, _rst;
wire [L - 1:0] a0, a1, a2, a3, b0, b1, b2, b3;
wire [W - 1:0] _c[0: N - 1];
reg [1:0] tick = 0;
assign {calc, clr} = op;
assign {a3, a2, a1, a0, b3, b2, b1, b0} = calc ? {a, b} : 0;
assign _rst = rst || clr;
always @ (posedge clk) tick <= _rst ? 3 : tick + 1;
assign c = _c[tick];
systolic_unit u00(clk, _rst, a0, b0, _c[0][15:0]);
systolic_unit u01(clk, _rst, a0, b1, _c[0][31:16]);
systolic_unit u02(clk, _rst, a0, b2, _c[0][47:32]);
systolic_unit u03(clk, _rst, a0, b3, _c[0][63:48]);
systolic_unit u10(clk, _rst, a1, b0, _c[1][15:0]);
systolic_unit u11(clk, _rst, a1, b1, _c[1][31:16]);
systolic_unit u12(clk, _rst, a1, b2, _c[1][47:32]);
systolic_unit u13(clk, _rst, a1, b3, _c[1][63:48]);
systolic_unit u20(clk, _rst, a2, b0, _c[2][15:0]);
systolic_unit u21(clk, _rst, a2, b1, _c[2][31:16]);
systolic_unit u22(clk, _rst, a2, b2, _c[2][47:32]);
systolic_unit u23(clk, _rst, a2, b3, _c[2][63:48]);
systolic_unit u30(clk, _rst, a3, b0, _c[3][15:0]);
systolic_unit u31(clk, _rst, a3, b1, _c[3][31:16]);
systolic_unit u32(clk, _rst, a3, b2, _c[3][47:32]);
systolic_unit u33(clk, _rst, a3, b3, _c[3][63:48]);
endmodule
module systolic_unit(
    input clk, rst,
    input [15:0] a, b,
    output reg [15:0] c = 0
);
mac m(a, b, c);
always @(posedge clk) c <= rst ? 0 : m.y;
endmodule
module mac(
    input signed [15:0] a,
    input signed [15:0] b,
    input signed [15:0] c,
    output signed [15:0] y
);
assign y = a * b + c;
endmodule
module regfile #(
    parameter N = 4,
    parameter L = 16,
    parameter N_REGS = 16,   
    localparam W = N * L     
) (
    input clk, rst,
    input [1:0] op,
    input [3:0] sel_in_1, sel_in_2, sel_in_3, sel_out_1, sel_out_2, sel_out_3,
    input [W - 1:0] in_3,
    output [W - 1:0] out_3,
    input [W - 1:0] in_1, in_2,
    output [W - 1:0] out_1, out_2
);
reg [L - 1:0] regs [0:N_REGS - 1][0:N - 1][0:N - 1];
reg [1:0] tick = 0;
always @(posedge clk)
begin
    tick <= rst ? 0 : tick + 1;
    {regs[sel_in_1][tick][3], regs[sel_in_1][tick][2], regs[sel_in_1][tick][1], regs[sel_in_1][tick][0]} <= in_1;
    {regs[sel_in_2][tick][3], regs[sel_in_2][tick][2], regs[sel_in_2][tick][1], regs[sel_in_2][tick][0]} <= in_2;
    {regs[sel_in_3][tick][3], regs[sel_in_3][tick][2], regs[sel_in_3][tick][1], regs[sel_in_3][tick][0]} <= in_3;
end
assign out_1 = op[1] ? {regs[sel_out_1][3][tick], regs[sel_out_1][2][tick], regs[sel_out_1][1][tick], regs[sel_out_1][0][tick]} :
    {regs[sel_out_1][tick][3], regs[sel_out_1][tick][2], regs[sel_out_1][tick][1], regs[sel_out_1][tick][0]};
assign out_2 = op[0] ? {regs[sel_out_2][3][tick], regs[sel_out_2][2][tick], regs[sel_out_2][1][tick], regs[sel_out_2][0][tick]} :
    {regs[sel_out_2][tick][3], regs[sel_out_2][tick][2], regs[sel_out_2][tick][1], regs[sel_out_2][tick][0]};
assign out_3 = {regs[sel_out_3][tick][3], regs[sel_out_3][tick][2], regs[sel_out_3][tick][1], regs[sel_out_3][tick][0]};
endmodule
module simd_vector #(
    parameter N = 4,
    parameter L = 16,
    localparam W = N * L     
) (
    input [1:0] op,
    input [W - 1:0] a, b,
    output reg [W - 1:0] c
);
always @(*)
begin
    case (op)
        2'b00: c = 0;
        2'b01: c = {a[63:48] + b[63:48], a[47:32] + b[47:32], a[31:16] + b[31:16], a[15:0] + b[15:0]};
        2'b10: c = {a[63:48] - b[63:48], a[47:32] - b[47:32], a[31:16] - b[31:16], a[15:0] - b[15:0]};
        2'b11: c = {a[63:48] * b[63:48], a[47:32] * b[47:32], a[31:16] * b[31:16], a[15:0] * b[15:0]};
    endcase
end
endmodule
module simd_scalar #(
    parameter N = 4,
    parameter L = 16,
    localparam W = N * L     
) (
    input [1:0] op,
    input [W - 1:0] a,
    input [L - 1:0] b,
    output reg [W - 1:0] c
);
always @(*)
begin
    case (op)
        2'b00: c = a;
        2'b01: c = {a[63:48] > b ? a[63:48] : b, a[47:32] > b ? a[47:32] : b, a[31:16] > b ? a[31:16] : b, a[15:0] > b ? a[15:0] : b};
        2'b10: c = {{15'h0, a[63:48] > b}, {15'h0, a[47:32] > b}, {15'h0, a[31:16] > b}, {15'h0, a[15:0] > b}};
        2'b11: c = {a[63:48] * b, a[47:32] * b, a[31:16] * b, a[15:0] * b};
    endcase
end
endmodule
module top(
    input clk,
    input rst,
    input [31:0] inst,
    input [31:0] io_inst,
    input [63:0] data_in,
    output [63:0] data_out
);
wire [1:0] op_mm, op_sv, op_ss, op_t;
wire [3:0] sel_in_1, sel_in_2, sel_out_1, sel_out_2;
wire [7:0] reserved_1;
wire [7:0] reserved_2;
wire [3:0] sel_in_3, sel_out_3;
wire [15:0] constant;
assign {op_mm, op_sv, op_ss, op_t, sel_in_1, sel_in_2, sel_out_1, sel_out_2, reserved_1} = inst;
assign {reserved_2, sel_in_3, sel_out_3, constant} = io_inst;
regfile r(clk, rst, op_t, sel_in_1, sel_in_2, sel_in_3, sel_out_1, sel_out_2, sel_out_3, data_in, data_out);
matmul mm(clk, rst, op_mm, r.out_1, r.out_2);
simd_vector sv(op_sv, r.out_1, r.out_2);
simd_scalar ss(op_ss, r.in_1, constant, r.in_2);
mux2 m(op_mm[1] || op_sv, r.in_1, mm.c, sv.c);
endmodule
module mux2(
    input sel,
    output [63:0] c,
    input [63:0] a, b
);
assign c = sel ? b : a;
endmodule
==> flow/run.sh <==
#!/bin/bash
# OpenROAD 26Q1-2900-gdf79404cd8, Yosys 0.63+post, stock flow scripts
make -C /OpenROAD-flow-scripts/flow DESIGN_CONFIG=/design/flow/config.mk WORK_HOME=/design/flow/orfs finish
==> flow/config.mk <==
export PLATFORM = sky130hd
export DESIGN_NAME = top
export DESIGN_NICKNAME = top
export VERILOG_FILES = /design/flow/design.v
export SDC_FILE = /design/flow/constraint.sdc
export NUM_CORES = 4
export LEC_CHECK = 1
export CORE_UTILIZATION = 30
==> flow/constraint.sdc <==
current_design top

set clk_period 72.6
set clk_io_pct 0.2

create_clock -name clk0 -period $clk_period [get_ports {clk}]

set non_clock_inputs [all_inputs -no_clocks]
set_input_delay [expr $clk_period * $clk_io_pct] -clock clk0 $non_clock_inputs
set_output_delay [expr $clk_period * $clk_io_pct] -clock clk0 [all_outputs]
==> out/qor.yml <==
cts_resized: 0
ys_types: 30
place_inst: 13300
coreArea_um2: 513000
end_kind: "output pin"
drt-total-wl_um: 450000
top_cell_area_share: 0.795
path_buffers: 5
cts_hold_buffers: 0
crit_family: "buffers and inverters"
dr.first_iter.drc_count: 5028
tightestPinTransition_ns: 0.979
grt_pass1_vias: 81700
status: "completed"
ys_cells: 6445
period_used_share: 0.463
antenna_found_initial: 40
synthTopCellsByArea: "edfxtp_1 79%, mux4_2 15%, a22oi_1 1.2%"
avgSynthCellArea_um2: 24.0
numCtsBuffers: 401
fin_setup_tns_ns: 0
max_stage_delay_ns: 0.91
startpoint_type: "primary input"
crit_arrival_ns: 19.10
critPathKind: "primary input to output pin"
grt_usage: 0.186
cp_slowest_cell: "nor2b_4"
avgRoutedWirePerCell_um: 32.1
core_util_floorplan: 0.302
drt-pass1-iter-count: 7
chipWidth_um: 720
synth_area_um2: 155000
critPathMaxFanout: 28
clk_latency_ns: 0.99
synth_flops: 4098
die_y_um: 720
synthCells: 6445
post-cts-setup-buffers: 0
path_cells: "clkdlybuf4s50_1, buf_4, nor2b_4, buf_4, buf_4, a22oi_1, nand3_1, o211a_1, clkdlybuf4s50_1"
hold_viol_final: 0
hp-class: "flip-flop to flip-flop"
hpwl_um: 248000
warning_count: 88
die-area_um2: 519000
ff_type: "edfxtp_1"
fin_skew_ns: 0.0614
power.density_nw_per_um2: 28.1
setup_viol: 0
ios: 194
portBuffers: 137
max_cap_violations: 0
rsz0062_at_grt: "no"
area_growth_pct: 15.2
slew_viol_final: 0
ys_warn_count: 149
vias: 72900
seq_area_frac_synth: 0.795
fin_util: 0.347
ir_drop_mv: 0.0213
clk_pin_slew_worst_paths_ns: 0.06
leakage_nw: 54.1
floorplan.rows: 263
drc: 0
layout-drive-gt1-share: 0.281
grt_max_degree: 101
async_flop_share: 0
maxSlewHeadroom: 0.346
grt_remaining_overflow: 0
clkSinkCount: 4098
grt_pass1_wl_um: 623000
cts_tree: "built"
finalNonFillerCells: 14000
cts_buffer_depth: 4
yosys_area_um2: 155000
postRouteAntennaNets: 0
edf_count: 4096
place.gp.congestion: 0.826
fmax_mhz: 29.7
cts-htree-levels: 5
crit_top_cell: "buf_4"
cp.required_ns: 58.08
viasPerCell: 5.19
post-synth-top-area-cell: "edfxtp_1"
fin_crit_ns: 33.62
cts_root_buffer: "clkbuf_16"
==> path summary, 6_finish.rpt <==
path / to / cells past startpoint / slack, ns / startpoint
worst max-delay path: data_out[55] / 9 / 38.98 / io_inst[17]
worst min-delay path: r.tick[0]$_SDFF_PP0_ / 1 / 0.76 / r.tick[0]$_SDFF_PP0_
worst max register to register: r.regs[99][10]$_DFFE_PP_ / 8 / 67.47 / r.tick[0]$_SDFF_PP0_
worst min register to register: r.tick[0]$_SDFF_PP0_ / 1 / 0.76 / r.tick[0]$_SDFF_PP0_
==> cells in the final DEF, fill, tap and decap left out, types with 63 or more instances in the layout <==
cell type        instances
mux2i_1                113
clkdlybuf4s50_1         71
buf_2                   64
o211a_1                 64
o22ai_1                127
clkinv_1                91
buf_4                  288
clkbuf_16              404
clkbuf_1                88
a211oi_1                63
a22oi_1                256
and2_4                  66
edfxtp_1              4096
nand3_1                113
clkinv_2                70
mux4_2                1024
==> per-layer routing <==
metal  wire [µm]  share of wire  global-route usage
met1      120000           0.27               0.165
met2      212000           0.47               0.279
met3       96800           0.22               0.182
met4       20100          0.045              0.0666
met5        1110         0.0025              0.0178
==> power breakdown <==
group          switching, mW  internal, mW
clock                  0.882          1.18
sequential           0.00547          2.63
combinational          0.197         0.121
==> worst reg2reg max path: cells and delay by family, from the launching register on <==
kind | cells | cell delay [ns]
simple gates | 1 | 0.81
buf+inv | 6 | 2.68
fa+ha+maj | 1 | 0.71
flops | 1 | 0.56
==> through the flow <==
stage	setup slack (ns)	instance area (µm²)	hold WS [ns]	total power, mW
floorplan	42.18	155000	1.01	2.85
global placement	38.84	165000	0.774	3.00
detailed placement	38.86	165000	0.777	3.00
CTS	38.86	178000	0.790	5.04
global route	38.82	178000	0.856	5.15
finish	38.98	178000	0.765	5.01
==> cells by family (layout without fill, tap and decap cells) <==
| kind of cell | after synthesis | after routing | synth area share |
|---|---|---|---|
| fa+ha+maj | 4 | 4 | 0.000323 |
| other cells | 0 | 30 | 0 |
| buf+inv | 370 | 1177 | 0.0116 |
| flops | 4098 | 4098 | 0.795 |
| simple gates | 285 | 285 | 0.00981 |
| compound gates | 551 | 551 | 0.0271 |
| mux | 1137 | 1137 | 0.156 |
==> state kept, by name, indices dropped and copies added, names as in the netlist <==
name and count:
r.regs 4096, r.tick 2
==> Yosys cell counts (all sizes together) (2+ instances only) <==
library cell	n
inv	2
mux4	1024
or3	2
nor3	6
o22ai	127
nand2	5
ha	4
buf	243
or2	2
nor2b	6
clkbuf	125
nor2	52
nand2b	10
edfxtp	4096
o211a	64
dfxtp	2
a22oi	256
mux2i	113
and2	67
nand3	114
nand3b	17
or3b	3
a211oi	63
o221ai	40
==> layout make-up <==
type | count | area [µm²]
repair buffers | 439 | 3510
diodes | 30 | 75.1
multi-input cells | 1977 | 30200
fillers | 46100 | 335000
well taps | 6757 | 8450
flip-flops and latches | 4098 | 123000
clock inverters | 244 | 2610
clock buffers | 492 | 10400
inverters | 2 | 10.0
Power figures rest on the tool's default switching activity, not on a simulated workload.
